<file path="./run.sh">
#!/bin/bash
# OpenROAD 26Q1-2900-gdf79404cd8, Yosys 0.63+post, stock flow scripts
make -C /OpenROAD-flow-scripts/flow DESIGN_CONFIG=/design/flow/config.mk WORK_HOME=/design/flow/orfs finish
</file>
<file path="./config.mk">
export PLATFORM = sky130hd
export DESIGN_NAME = keypad
export DESIGN_NICKNAME = keypad
export VERILOG_FILES = /design/flow/design.v
export SDC_FILE = /design/flow/constraint.sdc
export NUM_CORES = 4
export LEC_CHECK = 1
export CORE_UTILIZATION = 30
</file>
<file path="./constraint.sdc">
current_design keypad

set clk_period 4.2
set clk_io_pct 0.2

create_clock -name clk0 -period $clk_period [get_ports {clk}]

set non_clock_inputs [all_inputs -no_clocks]
set_input_delay [expr $clk_period * $clk_io_pct] -clock clk0 $non_clock_inputs
set_output_delay [expr $clk_period * $clk_io_pct] -clock clk0 [all_outputs]
</file>
<file path="./design.v">
`timescale 1ns / 1ps
module keypad(clk,column,row,display,common);
	input clk;
	input[2:0] column;
	output[3:0] row;
	output[6:0] display;
	output common;
	parameter s1 = 2'b00;
	parameter s2 = 2'b01;
	parameter s3 = 2'b10;
	parameter s4 = 2'b11;
	reg[3:0] row;
	reg[6:0] display;
	reg com;
	reg[1:0] state = s1;
	reg [31:0] cnt;
assign common = 0;
reg sclk;
always@(posedge sclk)
	case (state)
		s1 : begin 
			row <= 4'b0010;
			case (column)
				3'b001 : display <= 7'b0110000 ;  
				3'b010 : display <= 7'b1101101 ;  
				3'b100 : display <= 7'b1111001 ;	 
			endcase
			state <= s2;
		end
		s2 : begin
			row <= 4'b0100 ;
			case (column)
				3'b001 : display <= 7'b0110011 ;  
				3'b010 : display <= 7'b1011011 ;  
				3'b100 : display <= 7'b1011111 ;  
				endcase
				state <= s3;
		end
		s3 : begin 
			row <= 4'b1000;
			case (column)
				3'b001 : display <= 7'b1001111 ;  
				3'b010 : display <= 7'b1111110 ;  
				3'b100 : display <= 7'b1000111 ;  
			endcase
			state <= s4;
		end
		s4 : begin
			row <= 4'b0001 ;
			case (column)
				3'b001 : display <= 7'b1110000 ;  
				3'b010 : display <= 7'b1111111 ;  
				3'b100 : display <= 7'b1111011 ;  
			endcase
			state <= s1;
		end
	endcase
	always@(posedge clk)
		begin if (cnt == 25000000) begin sclk <= ~sclk; cnt <=0; end else cnt <= cnt + 1; end
endmodule
</file>
==> impl_results.html <==
<h2>Synthesis and place &amp; route</h2>
<table>
<tr><th>Metric</th><th>Value</th></tr>
<tr><th colspan="2">Power and ir drop</th></tr>
<tr><td>Largest voltage drop on the vdd net</td><td>0.1034 mV</td></tr>
<tr><td>Clock power frac</td><td>40.9%</td></tr>
<tr><td>Switching power summed over all nets</td><td>115.1 uW</td></tr>
<tr><td>Total chip power</td><td>554.1 uW</td></tr>
<tr><td>Standby leakage power</td><td>0.8385 nW</td></tr>
<tr><td>Share of power burned in registers</td><td>57.0%</td></tr>
<tr><td>PD cells</td><td>235.4 nW/um^2</td></tr>
<tr><td>Cell-internal power</td><td>439.0 uW</td></tr>
<tr><td>Proportion of power drawn by combinational gates</td><td>2.1%</td></tr>
<tr><td>Switching Share</td><td>20.77%</td></tr>
<tr><th colspan="2">Routing</th></tr>
<tr><td>Number of diodes</td><td>0</td></tr>
<tr><td>DRC violations left</td><td>0</td></tr>
<tr><td>Avg Vias per Cell</td><td>4.968</td></tr>
<tr><td>Remaining antenna violation count after routing</td><td>0</td></tr>
<tr><td>Initial drt markers</td><td>84</td></tr>
<tr><td>Routed WL per cell</td><td>11.63 um</td></tr>
<tr><td>Router iterations before antenna repair</td><td>4</td></tr>
<tr><td>Via total after detailed routing</td><td>1530</td></tr>
<tr><td>Aggregate routed wire length</td><td>3.582 mm</td></tr>
<tr><th colspan="2">Critical path</th></tr>
<tr><td>Endpoint required time on the critical path</td><td>4410 ps</td></tr>
<tr><td>Biggest cell delay along the critical path</td><td>530 ps</td></tr>
<tr><td>Worst EP arrival</td><td>2110 ps</td></tr>
<tr><td>Type of origin of the critical path</td><td>register</td></tr>
<tr><td>Worst R2R Path Depth</td><td>4</td></tr>
<tr><td>Critical Setup Path Class</td><td>register to register</td></tr>
<tr><td>FF-to-FF Start</td><td>cnt[9]</td></tr>
<tr><td>Total number of cells along the worst setup path</td><td>4</td></tr>
<tr><td>CP Cell Sequence</td><td>and4_1 -&gt; nand4_2 -&gt; or4_1 -&gt; a21oi_1</td></tr>
<tr><td>Terminus of the critical flop-to-flop path</td><td>cnt[19]</td></tr>
<tr><td>Top cell family by delay on the critical path</td><td>simple AND/OR/NAND/NOR gates</td></tr>
<tr><td>Buffer-and-inverter tally for the worst setup path</td><td>0</td></tr>
<tr><td>Crit-path slowest cell</td><td>sky130_fd_sc_hd__or4_1</td></tr>
<tr><td>Maximum fanout along the worst path</td><td>18</td></tr>
<tr><td>Kind of capture point of the worst setup path</td><td>register</td></tr>
<tr><td>Internal reg-to-reg setup slack</td><td>2310 ps</td></tr>
<tr><th colspan="2">Cells and area</th></tr>
<tr><td>Count of non-filler cells in the finished layout</td><td>308</td></tr>
<tr><td>Ratio of cells with drive above 1 in the final layout</td><td>4.329%</td></tr>
<tr><td>Fill cells</td><td>644</td></tr>
<tr><td>Layout overhead on the synthesized area</td><td>13.18%</td></tr>
<tr><th colspan="2">Run status</th></tr>
<tr><td>Outcome</td><td>finished, final reports clean</td></tr>
<tr><th colspan="2">Synthesis</th></tr>
<tr><td>Summed instance area of the synthesized netlist</td><td>2079 sq um</td></tr>
<tr><td>Yosys cell count</td><td>216</td></tr>
<tr><td>Number of warnings issued by yosys</td><td>1</td></tr>
<tr><td>Commonest flop</td><td>sky130_fd_sc_hd__dfxtp_1</td></tr>
<tr><td>Cells after synthesis</td><td>216</td></tr>
<tr><td>Post-synth tally of flip-flops with integrated enable</td><td>8</td></tr>
<tr><td>Asr flop ratio synth</td><td>0%</td></tr>
<tr><td>Proportion of synthesized chip area in sequential cells</td><td>48.13%</td></tr>
<tr><td>Cell Type Count</td><td>41</td></tr>
<tr><td>#FFs+latches synth</td><td>46</td></tr>
<tr><td>Mean cell area of the mapped netlist</td><td>9.627 sq um</td></tr>
<tr><td>Chip area line of the yosys report</td><td>2079 sq um</td></tr>
<tr><th colspan="2">CTS</th></tr>
<tr><td>Clock-pin slew reported for the worst setup and hold paths after clock tree synthesis</td><td>70 ps</td></tr>
<tr><td>Number of H-tree branching levels</td><td>2</td></tr>
<tr><td>Clock insertion delay at the later pin of the skew report</td><td>280 ps</td></tr>
<tr><td>TritonCTS Buffers</td><td>5</td></tr>
<tr><td>Number of buffers inserted for hold repair after clock tree synthesis</td><td>0</td></tr>
<tr><td>Post-CTS Repair Setup Buffers</td><td>0</td></tr>
<tr><td>Post-CTS sizing</td><td>0</td></tr>
<tr><td>Buffer cell driving the clock tree root</td><td>sky130_fd_sc_hd__clkbuf_8</td></tr>
<tr><td>Bufs on Longest Clock Path</td><td>2</td></tr>
<tr><td>TritonCTS clock tree</td><td>built</td></tr>
<tr><th colspan="2">Timing</th></tr>
<tr><td>Number of unconstrained endpoints</td><td>31</td></tr>
<tr><td>Register pins left without a clock</td><td>13</td></tr>
<tr><td>Tightest Pin Transition</td><td>691.9 ps</td></tr>
<tr><td>Final setup violation count</td><td>0</td></tr>
<tr><td>Fin crit share</td><td>45.05%</td></tr>
<tr><td>Number of hold-slack violations in the final timing report</td><td>0</td></tr>
<tr><td>Final tally of max-slew violations</td><td>0</td></tr>
<tr><td>Worst clock skew</td><td>5.726 ps</td></tr>
<tr><td>Worst relative slew slack</td><td>53.70%</td></tr>
<tr><td>Final Worst Setup Slack</td><td>2308 ps</td></tr>
<tr><td>Achievable Freq</td><td>528.5 MHz</td></tr>
<tr><td>Minimum period implied by the final worst setup slack</td><td>1892 ps</td></tr>
<tr><td>Setup repair after global routing missed its margin</td><td>no</td></tr>
<tr><td>Aggregate negative setup slack</td><td>0 ps</td></tr>
<tr><th colspan="2">Floorplan</th></tr>
<tr><td>Die height</td><td>85.26 um</td></tr>
<tr><td>Horiz. Die Dim</td><td>85.26 um</td></tr>
<tr><td>Boundary Pins</td><td>16</td></tr>
<tr><td>Fraction of the core area occupied by cells at floorplan</td><td>31.84%</td></tr>
<tr><td>Die footprint</td><td>7268 sq um</td></tr>
<tr><td>Floorplan Core Area</td><td>6531 sq um</td></tr>
<tr><td>Core Rows</td><td>29</td></tr>
<tr><th colspan="2">Job</th></tr>
<tr><td>Tool warnings</td><td>29</td></tr>
<tr><td>Max-cap violations</td><td>0</td></tr>
<tr><th colspan="2">Hold path</th></tr>
<tr><td>Number of cells traversed by the worst hold path</td><td>1</td></tr>
<tr><td>Hold wc startpoint</td><td>cnt[31]</td></tr>
<tr><td>WHS Endpoint</td><td>cnt[31]</td></tr>
<tr><td>Min-delay worst type</td><td>register to register</td></tr>
<tr><th colspan="2">Placed design</th></tr>
<tr><td>HPWL after DPL</td><td>2.522 mm</td></tr>
<tr><td>Routability-driven placement congestion ratio</td><td>0.8264</td></tr>
<tr><td>I/O Buffers</td><td>14</td></tr>
<tr><td>Post-placement setup slack</td><td>2377 ps</td></tr>
<tr><td>Placed cell count</td><td>300</td></tr>
<tr><th colspan="2">Global route</th></tr>
<tr><td>Maximum number of pins on one net before global-route repair</td><td>19</td></tr>
<tr><td>Overall overflow remaining after global route</td><td>0</td></tr>
<tr><td>Antenna violations before repair</td><td>0</td></tr>
<tr><td>Via count of the first global-routing pass</td><td>1365</td></tr>
<tr><td>Wire length of the first global-routing pass</td><td>6.182 mm</td></tr>
<tr><td>Aggregate global-route resource usage</td><td>10.41%</td></tr>
</table>
## registers in the layout, indices dropped and copies added (netlist names)
signal   flops
display      7
row          4
sclk         1
cnt         32
state        2
## layer usage
metal / GRT usage (%) / routed length (um)
met1: 17.02 / 1959
met2: 15.47 / 1469
met3: 1.481 / 116
met4: 1.212 / 38
met5: 0 / 0
## cell usage in the layout, fill, tap and decap left out
cell,n
sky130_fd_sc_hd__nor3b_1,2
sky130_fd_sc_hd__clkbuf_8,5
sky130_fd_sc_hd__nor2b_1,1
sky130_fd_sc_hd__nand3_2,1
sky130_fd_sc_hd__or2_2,2
sky130_fd_sc_hd__or4_1,4
sky130_fd_sc_hd__clkbuf_1,3
sky130_fd_sc_hd__buf_4,1
sky130_fd_sc_hd__nand4_1,8
sky130_fd_sc_hd__and2_1,3
sky130_fd_sc_hd__or2_1,1
sky130_fd_sc_hd__dfxtp_1,38
sky130_fd_sc_hd__and4_1,5
sky130_fd_sc_hd__conb_1,1
sky130_fd_sc_hd__nor4b_1,2
sky130_fd_sc_hd__xor2_1,9
sky130_fd_sc_hd__xnor2_1,16
sky130_fd_sc_hd__nand4_2,1
sky130_fd_sc_hd__o21bai_1,1
sky130_fd_sc_hd__a211oi_1,1
sky130_fd_sc_hd__a2bb2oi_1,1
sky130_fd_sc_hd__o221ai_1,1
sky130_fd_sc_hd__and3_1,1
sky130_fd_sc_hd__a21oi_1,6
sky130_fd_sc_hd__o22ai_1,2
sky130_fd_sc_hd__o21ai_0,6
sky130_fd_sc_hd__edfxtp_1,8
sky130_fd_sc_hd__nor3_1,7
sky130_fd_sc_hd__ha_1,6
sky130_fd_sc_hd__nor4_1,13
sky130_fd_sc_hd__nand4b_1,1
sky130_fd_sc_hd__clkdlybuf4s50_1,14
sky130_fd_sc_hd__nor2_1,15
sky130_fd_sc_hd__nand2_1,12
sky130_fd_sc_hd__nand3_1,13
sky130_fd_sc_hd__o31ai_1,4
sky130_fd_sc_hd__a22oi_1,2
sky130_fd_sc_hd__nand2b_1,2
sky130_fd_sc_hd__or3_1,1
sky130_fd_sc_hd__inv_1,11
## synth_stat cells (3+ instances only)
cell type                   n  area share, %
sky130_fd_sc_hd__dfxtp_1   38             37
sky130_fd_sc_hd__xnor2_1   16            6.7
sky130_fd_sc_hd__nor2_1    15            2.7
sky130_fd_sc_hd__nand3_1   13            3.1
sky130_fd_sc_hd__nor4_1    13            3.9
sky130_fd_sc_hd__nand2_1   12            2.2
sky130_fd_sc_hd__inv_1     11            2.0
sky130_fd_sc_hd__xor2_1     9            3.8
sky130_fd_sc_hd__edfxtp_1   8             12
sky130_fd_sc_hd__nand4_1    8            2.4
sky130_fd_sc_hd__nor3_1     7            1.7
sky130_fd_sc_hd__a21oi_1    6            1.4
sky130_fd_sc_hd__ha_1       6            3.6
sky130_fd_sc_hd__o21ai_0    6            1.4
sky130_fd_sc_hd__and4_1     5            2.1
sky130_fd_sc_hd__o31ai_1    4            1.4
sky130_fd_sc_hd__or4_1      4            1.4
sky130_fd_sc_hd__and2_1     3           0.90
sky130_fd_sc_hd__buf_2      3           0.72
## layout make-up
cell class | instances | area [sq um] | share of cell area, %
Sequential cell | 46 | 1001 | 42.53
Multi-Input combinational cell | 151 | 987.2 | 41.95
Timing Repair Buffer | 15 | 147.6 | 6.273
Tap cell | 77 | 96.34 | 4.094
Clock buffer | 8 | 80.08 | 3.402
Inverter | 11 | 41.29 | 1.754
## power by group through the flow
stage	combinational (mW)	clock [mW]	sequential [mW]
4_1_cts	0.0117	0.234	0.316
5_1_grt	0.0128	0.250	0.316
6_report	0.0116	0.227	0.316
## stage by stage
step | hold WS (ps) | cell area (sq um) | utilization, %
2_1_floorplan | 431.8 | 2079 | -
3_3_place_gp | 454.1 | 2273 | 34.81
3_5_place_dp | 444.1 | 2273 | 34.81
4_1_cts | 462.4 | 2354 | 36.03
5_1_grt | 489.1 | 2354 | 36.03
6_report | 462.0 | 2354 | 36.03
## worst reg2reg max path, delay by kind of cell (launching register included)
| kind | cells | cell delay (ps) |
|---|---|---|
| simple gates | 3 | 1200 |
| flops | 1 | 470 |
| compound gates | 1 | 160 |
## cell families after synthesis
family	count (synthesis)	synth area share, %
AOI/OAI and AO/OA	24	7.221
xor gates and xnor gates	25	10.53
adders and majority gates	6	3.610
other	1	0.1803
and+or+nand+nor	95	25.93
DFF	46	48.13
buffers and inverters	19	4.391
## worst max-delay path by stage
stage | end | start | slack (ps)
4_1_cts | cnt[19] | cnt[9] | 2330
5_1_grt | cnt[20] | cnt[9] | 2140
6_report | cnt[19] | cnt[9] | 2310
No activity file was given, so power comes from the tool's default toggle rates.
